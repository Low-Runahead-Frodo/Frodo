$ cat flow/run.sh
#!/bin/bash
# OpenROAD 26Q1-2900-gdf79404cd8, Yosys 0.63+post, stock flow scripts
make -C /OpenROAD-flow-scripts/flow DESIGN_CONFIG=/design/flow/config.mk WORK_HOME=/design/flow/orfs finish
$ cat flow/config.mk
export PLATFORM = sky130hd
export DESIGN_NAME = Macs
export DESIGN_NICKNAME = Macs
export VERILOG_FILES = /design/flow/design.v
export SDC_FILE = /design/flow/constraint.sdc
export NUM_CORES = 4
export LEC_CHECK = 1
export CORE_UTILIZATION = 50
$ cat flow/constraint.sdc
current_design Macs

set clk_period 6.0
set clk_io_pct 0.2

create_clock -name clk0 -period $clk_period [get_ports {clk}]

set non_clock_inputs [all_inputs -no_clocks]
set_input_delay [expr $clk_period * $clk_io_pct] -clock clk0 $non_clock_inputs
set_output_delay [expr $clk_period * $clk_io_pct] -clock clk0 [all_outputs]
$ cat flow/design.v
module Macs (
    input               clk,
    input               rstn,
    input       [7:0]   a_0,
    input       [7:0]   a_1,
    input       [7:0]   a_2,
    input       [7:0]   a_3,
    input       [15:0]  b_0,
    input       [15:0]  b_1,
    input       [15:0]  b_2,
    input       [15:0]  b_3,
    input       [15:0]  c_0,
    input       [15:0]  c_1,
    input       [15:0]  c_2,
    input       [15:0]  c_3,
    output      [63:0]  result,
    input               mode, 
    input               signal, 
    input               en,
    output              done
);
    reg [7:0] a_temp_0,a_temp_1,a_temp_2,a_temp_3;
    wire [15:0] d_0,d_1,d_2,d_3;
    assign d_0 = result[15:0];
    assign d_1 = result[31:16];
    assign d_2 = result[47:32];
    assign d_3 = result[63:48];
    always @(*) begin
        if(mode)begin
            if(signal)begin
                a_temp_0 = 8'hff;
                a_temp_1 = 8'hff;
                a_temp_2 = 8'hff;
                a_temp_3 = 8'hff;
            end
            else begin
                a_temp_0 = 8'h1;
                a_temp_1 = 8'h1;
                a_temp_2 = 8'h1;
                a_temp_3 = 8'h1;
            end
        end
        else begin
            if(signal)begin
                a_temp_0 = ~a_0 + 1'b1;
                a_temp_1 = ~a_1 + 1'b1;
                a_temp_2 = ~a_2 + 1'b1;
                a_temp_3 = ~a_3 + 1'b1;
            end
            else begin
                a_temp_0 = a_0;
                a_temp_1 = a_1;
                a_temp_2 = a_2;
                a_temp_3 = a_3;
            end
        end
    end
    PE_Simple u_pe_0(
        .clk(clk),
        .rstn(rstn),
        .a(a_temp_0),
        .b(b_0),
        .c(c_0),
        .result(result[15:0]),
        .done(done),
        .en(en)
    );
    PE_Simple u_pe_1(
        .clk(clk),
        .rstn(rstn),
        .a(a_temp_1),
        .b(b_1),
        .c(c_1),
        .result(result[31:16]),
        .en(en)
    );
    PE_Simple u_pe_2(
        .clk(clk),
        .rstn(rstn),
        .a(a_temp_2),
        .b(b_2),
        .c(c_2),
        .result(result[47:32]),
        .en(en)
    );
    PE_Simple u_pe_3(
        .clk(clk),
        .rstn(rstn),
        .a(a_temp_3),
        .b(b_3),
        .c(c_3),
        .result(result[63:48]),
        .en(en)
    );
endmodule
module PE_Simple (
    input               clk,
    input               rstn,
    input       [7:0]   a,
    input       [15:0]  b,
    input       [15:0]  c,
    output reg  [15:0]  result,
    output reg          done, 
    input               en
);
    reg state;
    always @(posedge clk or negedge rstn) begin
        if (!rstn) begin
            result <= 16'b0;
            state  <= 1'b0;
            done   <= 1'b0;
        end 
        else begin
            done <= 1'b0;
            if (state) begin
                result <= result + c;
                state  <= 1'b0;
                done   <= 1'b1;  
            end else if (en) begin
                result <= a * b;
                state  <= 1'b1;
            end
        end
    end    
endmodule
==> results.sh <==
# physical design summary
export IMPL_worst_setup_path_type="input pin to flop"
export IMPL_cts_root_to_sink_buffers=2
export IMPL_yosys_area_top_type="sky130_fd_sc_hd__fa_1"
export IMPL_floorplan_die_width_um=189.7
export IMPL_failing_checks="setup timing"
export IMPL_global_route_usage_total_pct=28.58
export IMPL_crit_reg2reg_capture="u_pe_1.result[15]$_DFFE_PN0P_"
export IMPL_cts_made_buffers=9
export IMPL_critPathMaxFanout=7
export IMPL_boundaryPins=230
export IMPL_max_clock_freq_mhz=164.1
export IMPL_final_period_minus_worst_setup_slack_ps=6094
export IMPL_leakage_nw=11.21
export IMPL_cts_htree_levels=3
export IMPL_finalHoldViolations=0
export IMPL_avgSynthCellArea_um2=8.544
export IMPL_holdPathStages=0
export IMPL_drv_cap=0
export IMPL_worstPathRequired_ps=6230
export IMPL_routabilityCongestion=0.9319
export IMPL_logic_area_um2=15680
export IMPL_first_global_vias=15651
export IMPL_crit_share_post_route_pct=101.6
export IMPL_portBuffers=229
export IMPL_yosys_area_top_type_share_pct=27.73
export IMPL_yosys_area_share_aoi_pct=13.72
export IMPL_clkSinkCount=69
export IMPL_critical_path_endpoint_type="flop"
export IMPL_topCellsByArea="sky130_fd_sc_hd__fa_1 (28%), sky130_fd_sc_hd__ha_1 (11%), sky130_fd_sc_hd__dfrtp_1 (9.8%)"
export IMPL_fp_dieH_um=189.7
export IMPL_log_warning_count=29
export IMPL_report_power_total_mw=10.69
export IMPL_r2r_setup_slack_ps=3120
export IMPL_synth_edff_count=0
export IMPL_clkLatencyLatePin_ps=350
export IMPL_hold_wc_path_type="flop to flop"
export IMPL_drt_drc_violations_left=0
export IMPL_start_kind="input pin"
export IMPL_cp_arrival_ps=6330
export IMPL_yosys_stat_cells=2062
export IMPL_final_setup_viols=4
export IMPL_drt_total_wl_um=47700
export IMPL_fin_tns_setup_ps=-161.1
export IMPL_timing_slew_headroom_pct=52.36
export IMPL_ffs_w_async_s_r_synth_pct=100.0
export IMPL_worst_ir_drop_vdd_v=0.0003459
export IMPL_power_density_nw_per_um2=447.9
export IMPL_detail_route_wl_per_cell_um=15.95
export IMPL_r2r_worst_path_depth=9
export IMPL_drt_pass1_iterations=4
export IMPL_hp_start="u_pe_0.state$_DFF_PN0_"
export IMPL_synth_cellmix_xorXnorShare_pct=6.499
export IMPL_drv_slew=0
export IMPL_grt_setup_unrepaired="true"
export IMPL_mappedNetlistArea_um2=17620
export IMPL_yosysSeqAreaShare_pct=9.801
export IMPL_cts_hold_buffers=0
export IMPL_dp_hpwl_um=37960
export IMPL_vias_per_cell=5.287
export IMPL_ff_type="sky130_fd_sc_hd__dfrtp_1"
export IMPL_grt_start_max_net_pins=53
export IMPL_placementRows=68
export IMPL_worstHoldEndpoint="u_pe_0.done$_DFF_PN0_"
export IMPL_synth_area_yosys_um2=17620
export IMPL_tritoncts="built"
export IMPL_clockRootBuffer="sky130_fd_sc_hd__clkbuf_16"
export IMPL_synth_warn=2
export IMPL_area_growth_pct=35.55
export IMPL_synthCells=2062
export IMPL_clkSlewWorstSetupHoldPaths_ps=60
export IMPL_ant_nets=0
export IMPL_synth_top_cells_by_count="sky130_fd_sc_hd__inv_1 (272), sky130_fd_sc_hd__and2_1 (271), sky130_fd_sc_hd__fa_1 (244)"
export IMPL_drive_above_1_share_pct=20.17
export IMPL_synth_cellmix_simpleShare_pct=22.36
export IMPL_first_pass_grt_wire_length_um=78340
export IMPL_core_area_um2=34630
export IMPL_status="complete, but fails checks"
export IMPL_place_worst_setup_slack_ps=-972.4
export IMPL_synthMostInstantiatedCell="sky130_fd_sc_hd__inv_1"
export IMPL_grt_ovfl_total=0
export IMPL_adder_share_pct=39.09
export IMPL_dr_total_vias=15808
export IMPL_worst_slew_pin_transition_ps=714.5
export IMPL_yosys_mux_area_fraction_pct=1.314
export IMPL_regToRegStartpoint="u_pe_1.result[1]$_DFFE_PN0P_"
export IMPL_top_logic_kind="adder cells"
export IMPL_synth_lib_cells_used_distinct=68
export IMPL_final_seq_area_um2=1727
export IMPL_synth_seq_cells=69
export IMPL_worst_slack_ps=-93.91
export IMPL_drt_iter0_markers=498
export IMPL_fillers=2675
export IMPL_number_of_antenna_violations_at_the_first_check_in_global_routing=5
export IMPL_chip_area_um2=35990
export IMPL_floorplan_core_util_pct=50.87
export IMPL_finClkSkew_ps=8.851
critical path: stages:
cell and delay [ps]:
sky130_fd_sc_hd__buf_6 90, sky130_fd_sc_hd__or3_4 380, sky130_fd_sc_hd__or4b_1 510, sky130_fd_sc_hd__a221o_2 460
sky130_fd_sc_hd__and2_4 170, sky130_fd_sc_hd__fa_1 460, sky130_fd_sc_hd__fa_1 510, sky130_fd_sc_hd__fa_1 430
sky130_fd_sc_hd__fa_1 530, sky130_fd_sc_hd__ha_4 210, sky130_fd_sc_hd__or2_4 230, sky130_fd_sc_hd__a21oi_2 140
sky130_fd_sc_hd__a21oi_2 50, sky130_fd_sc_hd__a41o_1 220, sky130_fd_sc_hd__o41ai_2 230, sky130_fd_sc_hd__xor2_1 140
sky130_fd_sc_hd__a211o_2 340
registers in the layout (all words and copies together) (netlist names):
| register | cells |
|---|---|
| u_pe_3.state | 1 |
| u_pe_0.state | 1 |
| u_pe_1.result | 16 |
| u_pe_0.done | 1 |
| u_pe_1.state | 1 |
| u_pe_2.state | 1 |
| u_pe_0.result | 16 |
| u_pe_3.result | 16 |
| u_pe_2.result | 16 |
timing repair:
item                       CTS  global route
setup endpoints to repair   33            27
buffers inserted            46            17
pin swaps                   98           110
gates resized              199           152
gates cloned                 2             1
power breakdown:
part | leakage, nW | switching, mW | total [mW] | internal, mW
clock network | 0.138 | 0.228 | 0.531 | 0.303
logic | 10.3 | 4.28 | 9.27 | 4.99
registers | 0.816 | 0.207 | 0.891 | 0.684
how the worst max path moves through the flow:
stage / start / end
4_1_cts: a_1[2] / u_pe_1.result[15]$_DFFE_PN0P_
5_1_grt: a_1[2] / u_pe_1.result[13]$_DFFE_PN0P_
6_report: a_1[2] / u_pe_1.result[15]$_DFFE_PN0P_
layout by cell type (no fill, tap or decap), types with 21 or more instances in the layout:
master / synthesis / final
sky130_fd_sc_hd__inv_1: 272 / 260
sky130_fd_sc_hd__buf_4: 0 / 256
sky130_fd_sc_hd__and2_1: 271 / 251
sky130_fd_sc_hd__fa_1: 244 / 234
sky130_fd_sc_hd__clkdlybuf4s50_1: 0 / 199
sky130_fd_sc_hd__nand2_1: 198 / 193
sky130_fd_sc_hd__ha_1: 160 / 142
sky130_fd_sc_hd__a21oi_1: 111 / 98
sky130_fd_sc_hd__xnor2_1: 88 / 81
sky130_fd_sc_hd__o21ai_0: 87 / 69
sky130_fd_sc_hd__dfrtp_1: 69 / 69
sky130_fd_sc_hd__nor2_1: 65 / 63
sky130_fd_sc_hd__nor3_1: 44 / 33
sky130_fd_sc_hd__nor2b_1: 35 / 32
sky130_fd_sc_hd__a211oi_1: 31 / 27
sky130_fd_sc_hd__buf_6: 0 / 26
sky130_fd_sc_hd__mux2i_1: 22 / 21
cell families (layout without fill, tap and decap cells):
kind of cell,Yosys count,after routing
AND/OR/NAND/NOR,740,740
adder cells (fa/ha/maj),404,404
AND-OR/OR-AND,375,377
buffers and inverters,336,805
XOR/XNOR,115,115
flip-flops,69,69
multiplexers,23,23
other,0,2
routing by layer:
metal | GRT usage (%) | routed length (um)
met1 | 43.28 | 21680
met2 | 43.49 | 21690
met3 | 8.360 | 3525
met4 | 4.094 | 758
met5 | 0 | 46
layout make-up:
cell class	instances	area share, %
multi-input cells	1659	65.66
repair buffers	515	19.07
flip-flops and latches	69	7.231
inverters	274	4.433
well taps	455	2.384
clock buffers	11	1.058
clock inverters	5	0.1415
diodes	2	0.02096
metrics by stage:
step	utilization [%]	area [um2]	std cells	hold WS (ps)
floorplan	-	17700	2062	351.9
global placement	63.69	22050	2911	408.6
detailed placement	63.69	22050	2911	408.5
CTS	67.07	23220	2972	421.8
global route	68.95	23880	2989	451.2
finish	68.96	23880	2990	421.8
Power is estimated from default activity; no workload was simulated.
