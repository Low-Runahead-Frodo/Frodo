==> config.mk <==
export PLATFORM = sky130hd
export DESIGN_NAME = Decode
export DESIGN_NICKNAME = Decode
export VERILOG_FILES = /design/flow/design.v
export SDC_FILE = /design/flow/constraint.sdc
export NUM_CORES = 4
export LEC_CHECK = 1
export CORE_AREA = 10 10 83 83
export DIE_AREA = 0 0 93 93
==> run.sh <==
#!/bin/bash
# OpenROAD 26Q1-2900-gdf79404cd8, Yosys 0.63+post, stock flow scripts
make -C /OpenROAD-flow-scripts/flow DESIGN_CONFIG=/design/flow/config.mk WORK_HOME=/design/flow/orfs finish
==> constraint.sdc <==
current_design Decode

set clk_period 7.3
set clk_io_pct 0.2

create_clock -name clk0 -period $clk_period

set non_clock_inputs [all_inputs -no_clocks]
set_input_delay [expr $clk_period * $clk_io_pct] -clock clk0 $non_clock_inputs
set_output_delay [expr $clk_period * $clk_io_pct] -clock clk0 [all_outputs]
==> design.v <==
module Decode (
    input       [63:0]  input_data,
    output      [63:0]  output_data,
    input               en,
    input       [1:0]   level  
);
    function [15:0] decode;
        input [15:0] data;
        input [1:0]  level;
        reg [15:0] temp_data;
        begin
            case (level)
                2'b01:begin 
                    temp_data = data + {5'd1,11'b0};
                    decode = {12'b0,temp_data[15:12]};
                end
                2'b10:begin 
                    temp_data = data + {4'd1,12'b0};
                    decode = {13'b0,temp_data[15:13]};
                end
                2'b11:begin 
                    temp_data = data + {4'd1,12'b0};
                    decode = {14'b0,temp_data[14:13]};
                end
                default:begin
                    temp_data = data;
                    decode = data;
                end  
            endcase
        end
    endfunction
    genvar i;
    generate
        for(i=0;i<4;i=i+1)begin
            assign output_data[i*16+:16] = en ? decode(input_data[i*16+:16],level) : input_data[i*16+:16];
        end
    endgenerate
endmodule
==> Changelog: implementation <==
## Implementation

* Clk_buf instances at 0
* Estimated wirelength of the detail-placed design at 4450 um
* Power share of the combinational group at 1.000
* YS chip area at 951 um^2
* Pin count of the biggest net entering global routing at 37
* Power Total at 134 uW
* Final number of hold-violating endpoints at 0
* Avg WL per Cell at 15.5 um
* Worst Max-Slew Pin Slew at 0.668 ns
* Final weighted congestion of routability-driven global placement at 0.794
* Internal power contribution at 94.6 uW
* Wire length after detailed routing at 5110 um
* Synth cell types at 17
* Static leakage power at 0.000885 uW
* Antenna Cells at 0
* Top Family by Delay on Critical Path: buffers and inverters
* First-pass GRT wire length at 7880 um
* Flop area at 0 um^2
* Longest individual stage delay on the worst path at 0.67 ns
* Uppermost signal routing layer after detailed routing: met3
* Final cycle utilization of the critical path at 0.732
* Most frequent standard cell in the layout excluding fill and tap cells: sky130_fd_sc_hd__clkdlybuf4s50_1
* Hold Path Class: in -> out
* Vertical die dimension at 93 um
* Yosys Instances at 137
* Count of buffers inserted at the top-level ports at 131
* Count of boundary I/O pins at 131
* Cell repeated most along the worst path: sky130_fd_sc_hd__clkdlybuf4s50_1
* Setup CP Type: in -> out
* Maximum capacitance violations at 0
* Switch share at 0.291
* Run status: completed
* GRT overflow at 0
* Setup repair after global routing missed its margin: no
* Floorplan die width at 93 um
* Fp util at 0.185
* Number of flip-flops and latches at 0
* Area overhead of the layout relative to synthesis at 142%
* Clock network fraction of design power at 0
* Capturing element type of the critical path: output port
* Detail Route Antenna Nets at 0
* Number of DRC markers after the initial detailed-route iteration at 20
* Overall track demand over capacity in global routing at 0.110
* Max-slew violation total from the final report at 0
* Filler Cell Count at 547
* Cell type with the largest total area: sky130_fd_sc_hd__and2_1
* Core Area at 0.00514 mm^2
* Max-Slew Margin vs Limit at 0.553
* Number of buffers inserted by hold repair at cts at 0
* Remaining design rule violation count at 0
* Critical path data required time at 5.84 ns
* Count of tool warnings at 32
* Fraction of layout cells with a size suffix above 1 at 0.0154
* Number of vias after detailed routing at 1395
* Instance count along the most critical hold path at 3
* Antenna violations before repair at 0
* Highest clock rate at 187 MHz
* Total number of yosys warnings at 1
* Vias/cell at 4.23
* Leading post-synthesis cells by cell area: sky130_fd_sc_hd__and2_1 32%, sky130_fd_sc_hd__xor2_1 18%, sky130_fd_sc_hd__ha_1 11%
* Critical Path AT at 3.89 ns
* Crit path buffers/inverters at 3
* Final period demand of the worst path at 5.35 ns
* Met2 Wirelength at 2120 um
* Worst Path Max Fanout at 36
* Number of buffers added for setup after CTS at 0
* Routed length on met1 at 2350 um
* Synthesized area divided by synthesized cell count at 6.94 um^2
* Switching Power at 38.9 uW
* Most frequent cells in the layout: 131 x sky130_fd_sc_hd__clkdlybuf4s50_1, 48 x sky130_fd_sc_hd__and2_1, 20 x sky130_fd_sc_hd__xor2_1
* Total iterations of the first detailed-routing run at 3
* Cell with the biggest individual delay on the critical path: sky130_fd_sc_hd__clkdlybuf4s50_1
* Cell area after synthesis at 951 um^2
* Vias in the first global route at 1498
* Chip Area at 0.00865 mm^2
* Routed wire length on met3 at 641 um
* Setup-violating endpoint count in the final report at 0
* Area share, top type at 0.316
* Instance tally after logic synthesis at 137
* Maximum vdd ir drop at 0.0252 mV
* Cell-by-cell trace of the critical path: clkdlybuf4s50_1 > o21ai_4 > buf_4 > nand2_1 > o221ai_1 > clkdlybuf4s50_1
* Logic depth of the worst path, buffers included at 6
* Critical path startpoint category: input pin
* Total power per unit cell area at 58.1 mW/mm^2
* Number of placement rows at 26
* Relative contribution of sequential cells to total power at 0
* Sequential cell area fraction in the yosys report at 0
* Total negative slack at 0 ns
* Post_cts resized at 0
## layer usage
metal / vias to the layer above / global-route usage
met5: - / 0
met4: 0 / 0
met3: 0 / 0.0533
met2: 87 / 0.176
met1: 590 / 0.140
li1: 718 / -
## power groups by stage
| stage | logic (uW) | registers (uW) | clock network, uW |
|---|---|---|---|
| final | 134 | 0 | 0 |
| after global routing | 149 | 0 | 0 |
| after CTS | 137 | 0 | 0 |
## per-stage QoR
step	hold WS, ns	std cells	worst slack [ns]	area [um^2]	util
finish	3.83	330	1.95	2300	0.447
global route	3.86	330	1.68	2300	0.447
CTS	3.83	330	1.90	2300	0.447
detailed placement	3.83	330	1.90	2300	0.447
global placement	3.83	330	1.94	2300	0.447
floorplan	2.97	137	3.72	951	-
## worst paths after layout
kind            from         endpoint  slack, ns
max         level[1]  output_data[34]       1.95
min   input_data[36]  output_data[36]       3.83
## cell type report
cell class / count / area (um^2) / share of cell area
timing repair buffer: 132 / 1320 / 0.573
multi-input combinational: 128 / 893 / 0.388
tap: 70 / 87.6 / 0.0381
## synthesized netlist by cell type, types with 2 or more instances
library cell / n
sky130_fd_sc_hd__a22o_1: 7
sky130_fd_sc_hd__nand3_1: 8
sky130_fd_sc_hd__ha_1: 8
sky130_fd_sc_hd__o21ai_1: 2
sky130_fd_sc_hd__buf_6: 4
sky130_fd_sc_hd__o21ai_0: 6
sky130_fd_sc_hd__clkbuf_1: 4
sky130_fd_sc_hd__a22oi_1: 4
sky130_fd_sc_hd__o221ai_1: 4
sky130_fd_sc_hd__nand2_1: 17
sky130_fd_sc_hd__xor2_1: 20
sky130_fd_sc_hd__and2_1: 48
## cells by family after synthesis
logic type / after synthesis / synth area share
AND-OR/OR-AND: 25 / 0.195
XOR/XNOR: 20 / 0.184
adder cells (fa/ha/maj): 8 / 0.105
buffers and inverters: 9 / 0.0684
AND/OR/NAND/NOR: 75 / 0.447
No activity file was given, so power comes from the tool's default toggle rates.
