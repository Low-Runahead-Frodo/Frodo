$ cat flow/config.mk
export PLATFORM = sky130hd
export DESIGN_NAME = Bus
export DESIGN_NICKNAME = Bus
export VERILOG_FILES = /design/flow/design.v
export SDC_FILE = /design/flow/constraint.sdc
export NUM_CORES = 4
export LEC_CHECK = 1
export CORE_AREA = 10 10 240 240
export DIE_AREA = 0 0 250 250
$ cat flow/constraint.sdc
current_design Bus

set clk_period 14.7
set clk_io_pct 0.2

create_clock -name clk0 -period $clk_period

set non_clock_inputs [all_inputs -no_clocks]
set_input_delay [expr $clk_period * $clk_io_pct] -clock clk0 $non_clock_inputs
set_output_delay [expr $clk_period * $clk_io_pct] -clock clk0 [all_outputs]
$ cat flow/design.v
module Bus 
#(
    parameter ADDR_WIDTH = 12
)(
    input       [ADDR_WIDTH+1:0]    A_addr,
    input       [ADDR_WIDTH+1:0]    B_addr,
    input       [ADDR_WIDTH+1:0]    C_addr_origin,
    input       [ADDR_WIDTH+1:0]    D_addr_origin,
    input                           C_bia,
    input                           D_bia,
    input       [ADDR_WIDTH-1:0]    control_addr,
    input                           control_addr_en,
    input       [ADDR_WIDTH-1:0]    uinst_addr,
    input                           uinst_addr_en,
    output reg  [ADDR_WIDTH-1:0]    mem0_addr_0,
    output reg  [ADDR_WIDTH-1:0]    mem0_addr_1,
    output reg  [ADDR_WIDTH-1:0]    mem1_addr_0,
    output reg  [ADDR_WIDTH-1:0]    mem1_addr_1,
    input       [63:0]              mem0_rd_data_0,
    input       [63:0]              mem0_rd_data_1,
    input       [63:0]              mem1_rd_data_0,
    input       [63:0]              mem1_rd_data_1,
    output reg  [63:0]              A_data,
    output reg  [63:0]              B_data,
    output reg  [63:0]              C_data
);
    wire [ADDR_WIDTH+1:0] D_addr,C_addr;
    assign D_addr = D_bia ? D_addr_origin + 1'b1 : D_addr_origin;
    assign C_addr = C_bia ? C_addr_origin + 1'b1 : C_addr_origin;
    always @(*) begin
        if(control_addr_en)begin
            mem0_addr_0 = control_addr;
        end
        else if(B_addr[ADDR_WIDTH+1:ADDR_WIDTH] == 2'b00) begin
            mem0_addr_0 = B_addr[ADDR_WIDTH-1:0];
        end
        else if(A_addr[ADDR_WIDTH+1:ADDR_WIDTH] == 2'b00) begin
            mem0_addr_0 = A_addr[ADDR_WIDTH-1:0];
        end
        else if(C_addr[ADDR_WIDTH+1:ADDR_WIDTH] == 2'b00) begin
            mem0_addr_0 = C_addr[ADDR_WIDTH-1:0];
        end
        else begin
            mem0_addr_0 = D_addr[ADDR_WIDTH-1:0];
        end
    end
    always @(*) begin
        if(B_addr[ADDR_WIDTH+1:ADDR_WIDTH] == 2'b01) begin
            mem0_addr_1 = B_addr[ADDR_WIDTH-1:0];
        end
        else if(A_addr[ADDR_WIDTH+1:ADDR_WIDTH] == 2'b01) begin
            mem0_addr_1 = A_addr[ADDR_WIDTH-1:0];
        end
        else if(C_addr[ADDR_WIDTH+1:ADDR_WIDTH] == 2'b01) begin
            mem0_addr_1 = C_addr[ADDR_WIDTH-1:0];
        end
        else begin
            mem0_addr_1 = D_addr[ADDR_WIDTH-1:0];
        end
    end
    always @(*) begin
        if(uinst_addr_en)begin
            mem1_addr_0 = uinst_addr;
        end
        else if(B_addr[ADDR_WIDTH+1:ADDR_WIDTH] == 2'b10) begin
            mem1_addr_0 = B_addr[ADDR_WIDTH-1:0];
        end
        else if(A_addr[ADDR_WIDTH+1:ADDR_WIDTH] == 2'b10) begin
            mem1_addr_0 = A_addr[ADDR_WIDTH-1:0];
        end
        else if(C_addr[ADDR_WIDTH+1:ADDR_WIDTH] == 2'b10) begin
            mem1_addr_0 = C_addr[ADDR_WIDTH-1:0];
        end
        else begin
            mem1_addr_0 = D_addr[ADDR_WIDTH-1:0];
        end
    end
    always @(*) begin
        if(B_addr[ADDR_WIDTH+1:ADDR_WIDTH] == 2'b11) begin
            mem1_addr_1 = B_addr[ADDR_WIDTH-1:0];
        end
        else if(A_addr[ADDR_WIDTH+1:ADDR_WIDTH] == 2'b11) begin
            mem1_addr_1 = A_addr[ADDR_WIDTH-1:0];
        end
        else if(C_addr[ADDR_WIDTH+1:ADDR_WIDTH] == 2'b11) begin
            mem1_addr_1 = C_addr[ADDR_WIDTH-1:0];
        end
        else begin
            mem1_addr_1 = D_addr[ADDR_WIDTH-1:0];
        end
    end
    always @(*) begin
        case (A_addr[ADDR_WIDTH+1:ADDR_WIDTH])
            2'b00:begin
                A_data = mem0_rd_data_0;
            end
            2'b01:begin
                A_data = mem0_rd_data_1;
            end
            2'b10:begin
                A_data = mem1_rd_data_0;
            end
            2'b11:begin
                A_data = mem1_rd_data_1;
            end
        endcase    
    end
    always @(*) begin
        case (B_addr[ADDR_WIDTH+1:ADDR_WIDTH])
            2'b00:begin
                B_data = mem0_rd_data_0;
            end
            2'b01:begin
                B_data = mem0_rd_data_1;
            end
            2'b10:begin
                B_data = mem1_rd_data_0;
            end
            2'b11:begin
                B_data = mem1_rd_data_1;
            end
        endcase    
    end
    always @(*) begin
        case (C_addr[ADDR_WIDTH+1:ADDR_WIDTH])
            2'b00:begin
                C_data = mem0_rd_data_0;
            end
            2'b01:begin
                C_data = mem0_rd_data_1;
            end
            2'b10:begin
                C_data = mem1_rd_data_0;
            end
            2'b11:begin
                C_data = mem1_rd_data_1;
            end
        endcase    
    end
endmodule
$ cat flow/run.sh
#!/bin/bash
# OpenROAD 26Q1-2900-gdf79404cd8, Yosys 0.63+post, stock flow scripts
make -C /OpenROAD-flow-scripts/flow DESIGN_CONFIG=/design/flow/config.mk WORK_HOME=/design/flow/orfs finish
==> run summary <==
Hold Buf Count CTS -> 0
crit end category -> output pin
Avg WL per Cell -> 26.46 um
GRT Overall Usage -> 0.1694
crit path launch -> C_addr_origin[0]
Ports -> 580
startpoint type of the worst setup path -> primary input
Tightest Hold Check Type -> in -> out
minimum clock period -> 9.961 ns
first-pass GRT wire length -> 77980 um
hold path startpoint -> mem0_rd_data_0[5]
final setup violating endpoints -> 0
fin crit share -> 0.6776
GPL Wtd Cong -> 1.039
Port Buffers -> 578
1st-iter DRT viols -> 734
die area -> 62500 um2
worst-path fanout max -> 54
RSZ-0062 raised after global routing -> false
yosys synthesis chip area -> 7233 um2
Pwr Density -> 34.92 nW/um2
antenna-violating nets left -> 0
Arr. time, crit path -> 7.02 ns
Yosys Instances -> 866
initial antenna violation count -> 14
die height -> 250 um
max-cap viol count -> 0
Total Power -> 480.2 uW
DRT Pass-1 Iters -> 5
WP data required -> 11.76 ns
Top Layout Cells -> clkdlybuf4s50_1, nand2_1, mux4_2, nor2_1, a31oi_1
tool warnings -> 34
Syn-to-layout area delta -> 90.12%
layout cells sized above 1 -> 0.1671
routed wire length -> 55010 um
mapped cell area -> 7233 um2
Fmax -> 100.4 MHz
crit path kind -> in -> out
setup repair bufs after CTS -> 0
Distinct cells, synth -> 49
Least-Margin Pin Slew -> 0.8605 ns
via count -> 10090
Max-slew headroom -> 0.4260
die width -> 250 um
Flops -> 0
Hold EP -> C_data[5]
Register Area -> 0 um2
DR vias/cell -> 4.855
Max Transition Viols Final -> 0
mean post-synth cell area -> 8.352 um2
CTS resizes -> 0
vias in the first global route -> 10130
residual DRC count -> 0
Core ar. -> 52450 um2
Seq share, synth -> 0
Syn Inst Count -> 866
most frequent logic cell in the layout -> clkdlybuf4s50_1
FP Rows -> 84
GRT overflow -> 0
Final Hold Fails -> 0
largest net degree at the start of global routing -> 58
fp_density -> 0.1379
setup TNS -> 0 ns
worst vdd ir -> 0.02371 mV
worst hold path depth -> 4
status -> finished clean
warnings from Yosys -> 1
clkbuf count -> 0
post-DP HPWL -> 45710 um
Leak -> 0.004764 uW
## area by class of cell
| cell class | count | area, um2 |
|---|---|---|
| antenna | 9 | 22.52 |
| tap | 688 | 860.8 |
| fill | 5554 | 38690 |
| multi-input combinational | 775 | 6890 |
| inverter | 4 | 15.01 |
| timing repair buffer | 603 | 5963 |
## routing by layer
layer | vias to the layer above | global-route usage | routed length [um]
met2 | 628 | 0.2917 | 27410
met1 | 4952 | 0.2050 | 21280
met3 | 40 | 0.05378 | 5352
met5 | - | 0 | 19
met4 | 4 | 0.03287 | 954
li1 | 4469 | - | -
## worst max path at each step
stage          endpoint  depth (start not counted)
CTS           C_data[1]                         11
global route  C_data[1]                         11
finish        C_data[0]                         11
## synth_stat cells (3+ instances only)
master | n | area [um2]
nand2_1 | 154 | 578.1
mux4_2 | 128 | 2883
nor2_1 | 108 | 405.4
a31oi_1 | 67 | 419.2
mux2_2 | 66 | 743.2
clkbuf_1 | 51 | 191.4
o21ai_0 | 42 | 210.2
mux2i_1 | 34 | 340.3
a22oi_1 | 26 | 195.2
buf_1 | 19 | 71.32
buf_2 | 16 | 80.08
nor3_1 | 16 | 80.08
o22ai_1 | 14 | 87.58
xor2_1 | 14 | 122.6
a21oi_1 | 13 | 65.06
xnor2_1 | 11 | 96.34
a221oi_1 | 8 | 70.07
nand4_1 | 7 | 43.79
and3_1 | 6 | 37.54
o21a_1 | 6 | 45.04
a211o_1 | 5 | 43.79
nor4_1 | 5 | 31.28
inv_1 | 4 | 15.01
a221o_1 | 3 | 30.03
nand2b_1 | 3 | 18.77
nand3_1 | 3 | 15.01
nor2b_1 | 3 | 18.77
nor3b_1 | 3 | 22.52
o21ai_1 | 3 | 15.01
or3_1 | 3 | 18.77
## worst max-delay path, stage by stage
cell and delay, ns:
clkdlybuf4s50_1 0.56, ha_1 0.19, nand4_1 0.30, nor4_4 0.53, xnor2_2 0.18, buf_4 0.37
buf_4 0.62, mux2_2 0.28, nor2_1 0.04, a31oi_1 0.37, clkdlybuf4s50_1 0.56
## power by group
part,internal [uW],total [uW],switching [uW]
Combinational,296,480,184
Sequential,0,0,0
Clock,0.0000830,0.0000830,0
Total,296,480,184
## cells by family (layout without fill, tap and decap cells)
group	count (synthesis)	in the layout	synth area share
AOI/OAI and AO/OA	195	195	0.1723
buffers and inverters	91	607	0.05103
xor gates and xnor gates	26	26	0.03252
adders and majority gates	2	2	0.003459
other	0	9	0
and+or+nand+nor	324	324	0.1924
muxes	228	228	0.5483
## through the flow
step / setup slack [ns] / std cells / hold slack [ns] / util / cell area (um2)
after floorplan: 6.911 / 866 / 5.949 / - / 7233
after global placement: 4.835 / 2070 / 6.857 / 0.2618 / 13730
after detailed placement: 4.786 / 2070 / 6.865 / 0.2618 / 13730
after CTS: 4.777 / 2070 / 6.872 / 0.2618 / 13730
after global routing: 4.572 / 2078 / 6.907 / 0.2622 / 13750
final: 4.739 / 2079 / 6.857 / 0.2622 / 13750
No activity file was given, so power comes from the tool's default toggle rates.
