<file path="design/flow/design.v">
module Datapre (
    input              clk,
    input              rstn,
    input              start_pos,
    input              done,
    input       [63:0] A_data,
    input       [63:0] B_data,
    input       [63:0] hash_out,
    output reg  [15:0] hash_cut,
    input              genA,
    input       [7:0]  sample_in,
    output reg  [63:0] sample_out,
    input              hash_width,
    input              short_data_mode,
    input              short_bia_add,
    input              long_bia_add,
    output reg  [7:0]  short_data_0,short_data_1,short_data_2,short_data_3,
    output reg  [15:0] long_data_0,long_data_1,long_data_2,long_data_3,
    output reg  [7:0]  hash_in,
    input              hash_in_tran,
    input       [2:0]  hash_bias
);
    reg [2:0] short_bia;
    reg [1:0] long_bia;
    always @(*) begin
        if(short_data_mode)begin
            case (short_bia)
                3'b000:begin
                    short_data_0 = A_data[7:0];
                    short_data_1 = A_data[7:0];
                    short_data_2 = A_data[7:0];
                    short_data_3 = A_data[7:0];
                end
                3'b001:begin
                    short_data_0 = A_data[15:8];
                    short_data_1 = A_data[15:8];
                    short_data_2 = A_data[15:8];
                    short_data_3 = A_data[15:8];
                end
                3'b010:begin
                    short_data_0 = A_data[23:16];
                    short_data_1 = A_data[23:16];
                    short_data_2 = A_data[23:16];
                    short_data_3 = A_data[23:16];
                end
                3'b011:begin
                    short_data_0 = A_data[31:24];
                    short_data_1 = A_data[31:24];
                    short_data_2 = A_data[31:24];
                    short_data_3 = A_data[31:24];
                end
                3'b100:begin
                    short_data_0 = A_data[39:32];
                    short_data_1 = A_data[39:32];
                    short_data_2 = A_data[39:32];
                    short_data_3 = A_data[39:32];
                end
                3'b101:begin
                    short_data_0 = A_data[47:40];
                    short_data_1 = A_data[47:40];
                    short_data_2 = A_data[47:40];
                    short_data_3 = A_data[47:40];
                end
                3'b110:begin
                    short_data_0 = A_data[55:48];
                    short_data_1 = A_data[55:48];
                    short_data_2 = A_data[55:48];
                    short_data_3 = A_data[55:48];
                end
                3'b111:begin
                    short_data_0 = A_data[63:56];
                    short_data_1 = A_data[63:56];
                    short_data_2 = A_data[63:56];
                    short_data_3 = A_data[63:56];
                end
            endcase
        end
        else begin
            if(!short_bia[0])begin
                short_data_0 = A_data[7:0];
                short_data_1 = A_data[15:8];
                short_data_2 = A_data[23:16];
                short_data_3 = A_data[31:24];
            end
            else begin
                short_data_0 = A_data[39:32];
                short_data_1 = A_data[47:40];
                short_data_2 = A_data[55:48];
                short_data_3 = A_data[63:56];
            end
        end
    end
    always @(posedge clk or negedge rstn) begin
        if(!rstn)begin
            short_bia <= 3'b0;
        end
        else if(start_pos)begin
            short_bia <= 3'b0;
        end
        else if(done)begin
            short_bia <= 3'b0;
        end
        else if(short_bia_add)begin
            short_bia <= short_bia + 1'b1;
        end
    end
    always @(*) begin
        if(genA)begin
            long_data_0 = hash_cut;
            long_data_1 = hash_cut;
            long_data_2 = hash_cut;
            long_data_3 = hash_cut;
        end
        else begin
            if(short_data_mode)begin
                long_data_0 = B_data[15:0];
                long_data_1 = B_data[31:16];
                long_data_2 = B_data[47:32];
                long_data_3 = B_data[63:48];
            end
            else begin
                case (long_bia) 
                    2'b00:begin
                        long_data_0 = B_data[15:0];
                        long_data_1 = B_data[15:0];
                        long_data_2 = B_data[15:0];
                        long_data_3 = B_data[15:0];
                    end
                    2'b01:begin
                        long_data_0 = B_data[31:16];
                        long_data_1 = B_data[31:16];
                        long_data_2 = B_data[31:16];
                        long_data_3 = B_data[31:16];
                    end
                    2'b10:begin
                        long_data_0 = B_data[47:32];
                        long_data_1 = B_data[47:32];
                        long_data_2 = B_data[47:32];
                        long_data_3 = B_data[47:32];
                    end
                    2'b11:begin
                        long_data_0 = B_data[63:48];
                        long_data_1 = B_data[63:48];
                        long_data_2 = B_data[63:48];
                        long_data_3 = B_data[63:48];
                    end
                endcase
            end
        end
    end
    always @(posedge clk or negedge rstn) begin
        if(!rstn)begin
            long_bia <= 2'b0;
        end
        else if(start_pos)begin
            long_bia <= 2'b0;
        end
        else if(done)begin
            long_bia <= 2'b0;
        end
        else if(long_bia_add)begin
            long_bia <= long_bia + 1'b1;
        end
    end
    always @(*) begin
        if(!hash_in_tran)begin
            case (short_bia)
                3'b000: hash_in = B_data[7:0];
                3'b001: hash_in = B_data[15:8];
                3'b010: hash_in = B_data[23:16];
                3'b011: hash_in = B_data[31:24];
                3'b100: hash_in = B_data[39:32];
                3'b101: hash_in = B_data[47:40];
                3'b110: hash_in = B_data[55:48];
                3'b111: hash_in = B_data[63:56];
            endcase
        end
        else begin
            case (hash_bias[2:1])
                2'b00: begin
                    if(!hash_bias[0])begin
                        hash_in = B_data[7:0];
                    end
                    else begin
                        hash_in = B_data[15:8];
                    end
                end
                2'b01: begin
                    if(!hash_bias[0])begin
                        hash_in = B_data[23:16];
                    end
                    else begin
                        hash_in = B_data[31:24];
                    end
                end
                2'b10: begin
                    if(!hash_bias[0])begin
                        hash_in = B_data[39:32];
                    end
                    else begin
                        hash_in = B_data[47:40];
                    end
                end
                2'b11: begin
                    if(!hash_bias[0])begin
                        hash_in = B_data[55:48];
                    end
                    else begin
                        hash_in = B_data[63:56];
                    end
                end
            endcase
        end
    end
    always @(*) begin
        case (long_bia)
            2'b00:  hash_cut = hash_out[15:0];
            2'b01:  hash_cut = hash_out[31:16];
            2'b10:  hash_cut = hash_out[47:32];
            2'b11:  hash_cut = hash_out[63:48];
        endcase
    end
    always @(*) begin
        sample_out = B_data;
        if(hash_width)begin
            case (short_bia[1:0])
                2'b00: sample_out[15:0]  = {8'b0,sample_in};
                2'b01: sample_out[31:16] = {8'b0,sample_in};
                2'b10: sample_out[47:32] = {8'b0,sample_in};
                2'b11: sample_out[63:48] = {8'b0,sample_in};
            endcase
        end
        else begin
            case (short_bia)
                3'b000: sample_out[7:0] = sample_in;
                3'b001: sample_out[15:8] = sample_in;
                3'b010: sample_out[23:16] = sample_in;
                3'b011: sample_out[31:24] = sample_in;
                3'b100: sample_out[39:32] = sample_in;
                3'b101: sample_out[47:40] = sample_in;
                3'b110: sample_out[55:48] = sample_in;
                3'b111: sample_out[63:56] = sample_in;
            endcase
        end
    end
endmodule
</file>
<file path="design/flow/run.sh">
#!/bin/bash
# OpenROAD 26Q1-2900-gdf79404cd8, Yosys 0.63+post, stock flow scripts
make -C /OpenROAD-flow-scripts/flow DESIGN_CONFIG=/design/flow/config.mk WORK_HOME=/design/flow/orfs finish
</file>
<file path="design/flow/config.mk">
export PLATFORM = sky130hd
export DESIGN_NAME = Datapre
export DESIGN_NICKNAME = Datapre
export VERILOG_FILES = /design/flow/design.v
export SDC_FILE = /design/flow/constraint.sdc
export NUM_CORES = 4
export LEC_CHECK = 1
export CORE_AREA = 10 10 224 224
export DIE_AREA = 0 0 234 234
</file>
<file path="design/flow/constraint.sdc">
current_design Datapre

set clk_period 9.2
set clk_io_pct 0.2

create_clock -name clk0 -period $clk_period [get_ports {clk}]

set non_clock_inputs [all_inputs -no_clocks]
set_input_delay [expr $clk_period * $clk_io_pct] -clock clk0 $non_clock_inputs
set_output_delay [expr $clk_period * $clk_io_pct] -clock clk0 [all_outputs]
</file>
==> Changelog: implementation <==
### Implementation results

- Post CTS Setup Buffer Count: 0
- First-pass GRT wire length: 59.7 mm
- CTS tree: built
- Synth Register Bits: 5
- Count of library flops with an enable pin: 0
- # DRC: 0
- Share of cells above drive strength 1: 8.33%
- Final worst path period share: 69.5%
- Max-slew violations: 0
- Cell Area, Synth: 5280 um2
- Met2 WL: 19.4 mm
- DRT iter0 DRCs: 580
- Reg clk slew, reported paths: 0.03 ns
- Static Leak: 3.57 nW
- Topmost layer with routed signal wires: met5
- Floorplan core density: 11.7%
- # Cells Yosys: 768
- Clock tree buffer depth: 2
- Post-route ant nets: 0
- GRT Overall Usage: 15.1%
- Max-area cell share: 9.10%
- Worst hold path class: flip-flop to flip-flop
- Pwr dens: 63.6 nW/um2
- Chip height: 234 um
- Number of global-route vias before repair: 8046
- Total die size: 54800 um2
- Cells after synthesis: 768
- Worst-margin pin slew: 0.827 ns
- Setup TNS: 0 ns
- Unique cell types: 55
- Peak supply drop: 0.0000374 V
- Slew headroom: 44.8%
- H-tree level count: 1
- Critical path required time: 7.36 ns
- Syn_area_per_cell: 6.87 um2
- Port buffer count: 396
- Setup-failing EPs final: 0
- Synth Seq Share: 2.37%
- Log Warnings: 35
- Wirelength per Cell: 25.6 um
- Unrepaired setup endpoints after global routing: false
- Hold_buf cts: 0
- Reg2reg path depth: 4
- Synth warn: 1
- Io pins: 397
- Vias/cell: 4.71
- Drt first pass iters: 6
- Clk_skew: 0.00139 ns
- Late-Pin Clk Latency: 0.23 ns
- Final wirelength: 44.0 mm
- Fill cells: 5014
- Max-cap violations: 0
- Area Growth Syn to Fin: 87.6%
- Root Buffer: clkbuf_16
- Routed via count: 8075
- Yosys Chip Area: 5280 um2
- FF-to-FF End: short_bia[2]
- Grt total ovfl: 0
- Hold Crit Start: long_bia[0]
- Inserted Diodes: 0
- Wire length on met1: 18.5 mm
- Largest net degree at the start of global routing: 81
- Number of antenna violations at the first check in global routing: 2
- Post-Route Utilization: 21.9%
- FMAX: 156 MHz
- Synth area leader: a21boi_0
- Total CTS buffers: 3
- Die X: 234 um
- Top area cell types: a21boi_0 9.1%, o21ai_0 9.0%, mux2i_1 7.6%, mux2_2 6.6%, a22oi_1 5.8%
- Quantity of gates resized following cts: 0
- Status: finished, final reports clean
- R2r setup slk: 6.77 ns
- Area of the core: 45300 um2
- Routed wire length on met3: 5.01 mm
- Reg-to-Reg Start: short_bia[2]
- Worst setup EP type: output pin
- Total Power: 0.630 mW
- CP max FO: 17
- HPWL after DPL: 36.4 mm
- Crit Path Class: input port to output pin
- Hold Path Sink: long_bia[0]
- Hold path depth: 2
- CP arrival: 4.56 ns
- # rows: 78
- Tmin final: 6.40 ns
- Clock sinks: 5
- CP startpoint kind: input port
- Prevailing post-synth register cell: dfrtp_1
- Final Hold Vio Count: 0
- Asr flop ratio synth: 100%
- Final GP Congestion: 0.906
## worst max-delay path: stages
cell	delay, ns
clkdlybuf4s50_1	0.78
or4_4	0.60
o21ai_4	0.51
mux2_2	0.40
clkdlybuf4s50_1	0.43
## how the worst max path moves through the flow
stage                 startpoint  cells after the start             end
after CTS             hash_width                      5  sample_out[19]
after global routing  hash_width                      5  sample_out[19]
final                 hash_width                      5  sample_out[19]
## per-stage QoR
step	setup WS [ns]	cells	cell area [um2]	hold slack [ns]
3_3_place_gp	2.81	1712	9820	0.605
3_5_place_dp	2.79	1712	9820	0.610
4_1_cts	2.78	1716	9900	0.620
6_report	2.80	1716	9900	0.622
2_1_floorplan	4.35	768	5280	0.576
5_1_grt	2.70	1716	9900	0.641
## report_power, final
part / internal (mW) / leakage, nW / switching (mW)
registers: 0.0229 / 0.0668 / 0.000882
logic: 0.300 / 3.46 / 0.233
clock network: 0.0575 / 0.0382 / 0.0148
total: 0.381 / 3.57 / 0.249
## per-layer routing
metal | global-route usage [%] | up-vias
met5 | 0 | -
met4 | 3.20 | 4
met3 | 5.24 | 48
met2 | 23.8 | 524
met1 | 19.7 | 3812
li1 | - | 3687
## Yosys cell counts (17+ instances only)
library cell and n:
a211oi_1 24, a21boi_0 64, a21oi_1 32, a221o_1 22, a222oi_1 24, a22oi_1 41, and2_1 19, buf_2 21
clkbuf_1 42, inv_1 46, mux2_2 31, mux2i_1 40, nand2_1 60, nand3_1 37, nor2_1 17, nor3_1 31
o21ai_0 95
## final cells by class
type | count | area, um2 | share of cell area, %
clock buffers | 4 | 78.8 | 0.796
flip-flops and latches | 5 | 126 | 1.28
inverters | 47 | 176 | 1.78
multi-input cells | 639 | 4630 | 46.7
well taps | 600 | 751 | 7.58
repair buffers | 421 | 4140 | 41.8
## sequential cells by signal (all words and copies together), names as in the netlist
signal / cells
short_bia: 3
long_bia: 2
## logic make-up after synthesis
| family | after synthesis | synth area share, % |
|---|---|---|
| flops | 5 | 2.37 |
| buf+inv | 124 | 10.1 |
| fa+ha+maj | 13 | 3.08 |
| simple gates | 184 | 17.0 |
| mux | 81 | 18.5 |
| xor+xnor | 2 | 0.332 |
| compound gates | 359 | 48.7 |
## cell usage in the layout (no fill, tap or decap), types with 12 or more instances in the layout
cell             instances
clkdlybuf4s50_1        394
a211oi_1                24
o21ai_0                 95
a21oi_1                 32
nor2_1                  17
mux2i_1                 40
o2111ai_1               12
a21boi_0                64
nand3_1                 37
inv_1                   46
nand2_1                 60
a222oi_1                24
a221o_1                 22
buf_4                   26
mux2_2                  31
nor3_1                  31
and2_1                  19
a22oi_1                 41
No activity file was given, so power comes from the tool's default toggle rates.
