## /design/flow/design.v

```verilog
module ADDER_FRODO(
input  wire   clk,
input  wire   rstn,
input  wire   en,
input  wire [15:0] in_a,              
input  wire [7:0] in_b,              
input  wire [15:0] in_c,              
output reg         done,
output reg [15:0] result           
);
wire [15:0] out_d;
wire [15:0] product;
reg state;
always@(posedge clk or negedge rstn)
begin
    if(!rstn)
        begin
            done <= 1'b0;
            state <= 1'b0;
            result <= 16'd0;
        end
    else
        begin
            done <= 1'b0;
        if(state)
            begin
                result <= out_d;
                state <= 1'b0;
                done <= 1'b1;
            end
        else if(en)        
            begin
                result <= product;
                state  <= 1'b1;
                done <= done;
            end
        else
            begin
                done   <= done;
                result <= result;
                state <= state;
                done <= done;
            end
        end
end
wire [15:0] cn0;  
wire [14:0] cn1;  
wire [13:0] cn2;  
wire [12:0] cn3;  
wire [11:0] cn4;  
assign cn0  = {16{in_b[0]}} & in_a[15:0] ;  
assign cn1  = {15{in_b[1]}} & in_a[14:0] ;
assign cn2  = {14{in_b[2]}} & in_a[13:0] ;
assign cn3  = {13{in_b[3]}} & in_a[12:0] ; 
assign cn4  = {~{in_a[11:0]} + 1'b1} & {12{in_b[4]}} ;
wire [14:0]array_a0;  
wire [14:0]array_a1;  
HALF_ADDER U_HALF_ADDER_A0(
 .a0(cn0[1]),
 .b0(cn1[0]),
 .s1(array_a1[0]) ,
 .c1(array_a0[0])
                );
genvar  i1;	
generate 
        for(i1=1;i1<14;i1=i1+1)begin:Cn1
			FULL_ADDER U_FULL_ADDER_A(
                    .a0(cn0[i1 + 1'b1]),
                    .b0(cn1[i1]),
                    .c0(array_a0[i1 - 1'b1]),
                    .s1(array_a1[i1]),
                    .c1(array_a0[i1])
                    );            
		end
endgenerate
NC_ADDER U_NC_ADDER_A0(
 .a0(cn0[15]),
 .b0(cn1[14]),
 .c0(array_a0[13]),   
 .s1(array_a1[14])
                );
wire [13:0]array_b0;  
wire [13:0]array_b1;  
HALF_ADDER U_HALF_ADDER_B0(
 .a0(cn2[0]),
 .b0(array_a1[1]),
 .s1(array_b1[0]) ,
 .c1(array_b0[0])
                );
genvar  i2;	
generate 
        for(i2=1;i2<13;i2=i2+1)begin:Cn2
			FULL_ADDER U_FULL_ADDER_B(
                    .a0(cn2[i2]),
                    .b0(array_a1[i2 + 1'b1]),
                    .c0(array_b0[i2 - 1'b1]),
                    .s1(array_b1[i2]),
                    .c1(array_b0[i2])
                    );            
		end
endgenerate
NC_ADDER U_NC_ADDER_B0(
 .a0(cn2[13]),
 .b0(array_a1[14]),
 .c0(array_b0[12]),   
 .s1(array_b1[13])
                );
wire [12:0]array_c0;  
wire [12:0]array_c1;  
HALF_ADDER U_HALF_ADDER_C0(
 .a0(cn3[0]),
 .b0(array_b1[1]),
 .s1(array_c1[0]) ,
 .c1(array_c0[0])
                );
genvar  i3;	
generate 
        for(i3=1;i3<12;i3=i3+1)begin:Cn3
			FULL_ADDER U_FULL_ADDER_C(
                    .a0(cn3[i3]),
                    .b0(array_b1[i3 + 1'b1]),
                    .c0(array_c0[i3 - 1'b1]),
                    .s1(array_c1[i3]),
                    .c1(array_c0[i3])
                    );            
		end
endgenerate
NC_ADDER U_NC_ADDER_C0(
 .a0(cn3[12]),
 .b0(array_b1[13]),
 .c0(array_c0[11]),   
 .s1(array_c1[12])
                );
wire [11:0]array_d0;  
wire [11:0]array_d1;  
HALF_ADDER U_HALF_ADDER_D0(
 .a0(cn4[0]),
 .b0(array_c1[1]),
 .s1(array_d1[0]) ,
 .c1(array_d0[0])
                );
genvar  i4;	
generate 
        for(i4=1;i4<11;i4=i4+1)begin:Cn4
			FULL_ADDER U_FULL_ADDER_D(
                    .a0(cn4[i4]),
                    .b0(array_c1[i4 + 1'b1]),
                    .c0(array_d0[i4 - 1'b1]),
                    .s1(array_d1[i4]),
                    .c1(array_d0[i4])
                    );            
		end
endgenerate
NC_ADDER U_NC_ADDER_D0(
 .a0(cn4[11]),
 .b0(array_c1[12]),
 .c0(array_d0[10]),   
 .s1(array_d1[11]) 
                );
assign product = {array_d1,array_c1[0],array_b1[0],array_a1[0],cn0[0]};
wire [14:0]array_e0;  
wire [15:0]array_e1;  
HALF_ADDER U_HALF_ADDER_E0(
 .a0(product [0]),
 .b0(in_c    [0]),
 .s1(array_e1[0]) ,
 .c1(array_e0[0])
                );
genvar  i5;	
generate 
        for(i5=1;i5<15;i5=i5+1)begin:Cn5
			FULL_ADDER U_FULL_ADDER_E(
                    .a0(product [i5]),
                    .b0(in_c    [i5]),
                    .c0(array_e0[i5 - 1'b1]),
                    .s1(array_e1[i5]),
                    .c1(array_e0[i5])
                    );            
		end
endgenerate
NC_ADDER U_NC_ADDER_E0(
 .a0(product [15]),
 .b0(in_c    [15]),
 .c0(array_e0[14]),   
 .s1(array_e1[15]) 
                );
assign out_d = array_e1;
endmodule
module FULL_ADDER(
    input a0,
	input b0,
	input c0,
	output s1,
	output c1
);
    assign c1 = a0 & b0 | c0 & (a0 ^ b0);
	assign s1 = c0 ^ a0 ^ b0;
endmodule 
module HALF_ADDER(
    input a0,
	input b0,
	output s1,
	output c1
);
    assign c1 = a0 & b0 ;
	assign s1 = a0 ^ b0 ;
endmodule 
module NC_ADDER(
    input a0,
	input b0,
	input c0,
	output s1
);
	assign s1 = c0 ^ a0 ^ b0;
endmodule 
```

## /design/flow/constraint.sdc

```tcl
current_design ADDER_FRODO

set clk_period 3.3
set clk_io_pct 0.2

create_clock -name clk0 -period $clk_period [get_ports {clk}]

set non_clock_inputs [all_inputs -no_clocks]
set_input_delay [expr $clk_period * $clk_io_pct] -clock clk0 $non_clock_inputs
set_output_delay [expr $clk_period * $clk_io_pct] -clock clk0 [all_outputs]
```

## /design/flow/run.sh

```bash
#!/bin/bash
# OpenROAD 26Q1-2900-gdf79404cd8, Yosys 0.63+post, stock flow scripts
make -C /OpenROAD-flow-scripts/flow DESIGN_CONFIG=/design/flow/config.mk WORK_HOME=/design/flow/orfs finish
```

## /design/flow/config.mk

```make
export PLATFORM = sky130hd
export DESIGN_NAME = ADDER_FRODO
export DESIGN_NICKNAME = ADDER_FRODO
export VERILOG_FILES = /design/flow/design.v
export SDC_FILE = /design/flow/constraint.sdc
export NUM_CORES = 4
export LEC_CHECK = 1
export CORE_UTILIZATION = 50
```

==> results_dict.tcl <==
# place-and-route summary
set metrics [dict create \
    syn_avg_cell_area_um2 9.500 \
    synth-warning-count 1 \
    crit_required_ns 3.44 \
    post-place-ws_ns -5.966 \
    synthXorXnorAreaFrac_pct 4.805 \
    cts_buffers 3 \
    cts_root_buffer "clkbuf_8" \
    hold_path_class "flip-flop to flip-flop" \
    fin_crit_ns 8.313 \
    wl_um 5074 \
    end_kind "flip-flop" \
    num_io_pins 60 \
    netlist.area_leader.share_pct 41.18 \
    ys_ff 18 \
    dr.pass1.iters 4 \
    rows 27 \
    grt_pass1_wl_um 9218 \
    crit_fanout 2 \
    die-area_um2 6143 \
    whs_ns 0.4708 \
    netlist_top_cells_area "fa_1 41%, dfrtp_1 15%, inv_1 7.2%" \
    edf_count 0 \
    hold_viol 0 \
    clkTransAtPathRegs_ns 0.06 \
    grt-ovfl-total 0 \
    finalSetupTns_ns -34.01 \
    setup_viol 12 \
    seq_area_frac_synth_pct 15.44 \
    htreeDepth 1 \
    fp-utilization_pct 52.32 \
    crit_path_frequent_cell "fa_2" \
    slew_headroom_pct 75.86 \
    final.setup_skew_ns 0.003710 \
    maxCapViolations 0 \
    ff2ff_path_depth 5 \
    p_leak_nw 1.728 \
    powerDensity_nw_per_um2 565.4 \
    crit_arrival_ns 8.45 \
    portBuffers 56 \
    path_class "primary input to flip-flop" \
    antenna_found_initial 0 \
    drive_above_1_share_pct 31.01 \
    netlist_instances 307 \
    worstMarginPinSlew_ns 0.3620 \
    max-clock-path-buffers 2 \
    grt_pass1_vias 2196 \
    die_y_um 78.38 \
    slowest_stage "fa_2" \
    dpl_cell_area_um2 3886 \
    ant_nets 0 \
    min_period_over_period_pct 251.9 \
    synth_cell_type_count 26 \
    holdPathEnd "done" \
    mux_share_pct 4.462 \
    cts_tree "yes" \
    fin_util_pct 71.58 \
    worstReg2RegStart "state" \
    viasPerCell 4.699 \
    gp_congestion 0.7945 \
    min_path_cells 1 \
    ys_sh_simple_pct 19.13 \
    ir_drop_mv 0.3274 \
    setup_slack_ns -5.013 \
    slew_viol_final 0 \
    antenna_cells_inserted 0 \
    start_kind "primary input" \
    synth_area_um2 2917 \
    warnings 32 \
    rsz0062_at_grt "true" \
    status "complete, but fails checks" \
    grt_max_degree 33 \
    top_cells_by_count "60 x fa_1, 56 x inv_1, 39 x nand2_1, 33 x and2_1, 18 x dfrtp_1" \
    drt_iter0_drc 41 \
    rr_endpoint "result[15]" \
    synth-main-ff-cell "dfrtp_1" \
    cts_hold_buf 0 \
    regToRegSetupSlack_ns 2.20 \
    fin_area_um2 3990 \
    violations "negative setup slack" \
    most_common_cell "fa_1" \
    hp-start "done" \
    clkLatencyLatePin_ns 0.25 \
    syn_to_final_growth_pct 36.81 \
    fa_ha_area_share_pct 43.76 \
    track_usage_pct 19.84 \
    cp_slowest_stage_delay_ns 0.57 \
    synth_area_leader_cell "fa_1" \
    vias 2157 \
    aoi_share_pct 3.775 \
    drc 0 \
    async_flop_share_pct 100.0 \
    ys_cells 307 \
    fmax_mhz 120.3 \
    core_um2 5574 \
    synth.logic.top_family "adder cells" \
    die_x_um 78.38 \
    post_drt_wl_per_cell_um 11.05 \
    dp_hpwl_um 4356 \
    yosys_area_um2 2917 \
    clkSinkCount 18 \
]
-- critical path: cells and delay by family --
family / cells / cell delay, ns
fa+ha+maj: 18 / 6.63
xor+xnor: 4 / 0.59
buf+inv: 5 / 0.25
simple gates: 2 / 0.22
compound gates: 1 / 0.08
-- registers in the layout, summed over array words and instances, names as in the netlist --
name	flops
result	16
done	1
state	1
-- final cells by class --
cell class                 instances  area [µm²]
clock buffer                       3       41.29
fill                             451        1584
inverter                          56       210.2
multi-input combinational        222        2381
sequential                        18       450.4
tap                               72       90.09
timing repair buffer              88       817.0
-- kinds of logic after synthesis --
| family | Yosys count |
|---|---|
| fa+ha+maj | 66 |
| simple gates | 106 |
| buf+inv | 67 |
| flops | 18 |
| xor+xnor | 16 |
| mux | 13 |
| compound gates | 21 |
-- cells in the final DEF (no fill, tap or decap), types with 7 or more instances in the layout --
cell type	n
fa_1	17
mux2i_1	13
and2_1	31
dfrtp_1	18
inv_2	18
inv_1	38
buf_4	30
nor2_1	11
clkdlybuf4s50_1	51
xnor2_1	10
fa_2	43
nand2_1	38
a21oi_2	7
-- repair_timing --
item,4_1_cts,5_1_grt
gates cloned,0,0
setup buffers,1,0
pin swaps,47,9
endpoints found under the setup margin,13,12
resized,39,5
-- per-stage QoR --
stage | power, mW | instances
5_1_grt | 2.542 | 459
3_5_place_dp | 1.988 | 455
2_1_floorplan | 1.501 | 307
4_1_cts | 2.263 | 459
3_3_place_gp | 1.950 | 455
6_report | 2.256 | 459
-- worst max path at each step --
| stage | start | to | slack [ns] | cells after the start |
|---|---|---|---|---|
| final | in_a[0] | result[15] | -5.01 | 30 |
| after global routing | in_a[0] | result[15] | -5.30 | 30 |
| after CTS | in_a[0] | result[15] | -5.06 | 30 |
-- where the power goes --
part	switching (mW)	internal, mW
Combinational	0.788	0.963
Sequential	0.0436	0.314
Clock	0.0667	0.0809
Total	0.898	1.36
-- per-layer routing --
layer | GRT usage (%) | wire (µm) | vias up | share of wire [%]
met1 | 35.38 | 2653 | 1025 | 52
met3 | 3.306 | 185 | 2 | 3.6
met5 | 0 | 0 | - | 0
met4 | 1.667 | 34 | 0 | 0.67
li1 | - | - | 1080 | -
met2 | 29.12 | 2201 | 50 | 43
Power figures rest on the tool's default switching activity, not on a simulated workload.
